==> ./design.v <==
module counter (
	input clk,
	input rst_n,
	input count_en,
	input count_clr,
	output wire overflow,
	output reg [7:0] count
);
always @(posedge clk or negedge rst_n) begin
	if(rst_n ==1'b0) begin
		count <=8'b00;
		end
	       	else  begin
			if(count_clr ==1'b1) begin
				count <= 8'h00;
			end
		       	else if(count_en ==1'b1) begin 
				count <= count +1;  
			end
		end 
	end
	assign overflow =(count==8'hFF);
endmodule
==> ./run.sh <==
#!/bin/bash
# OpenROAD 26Q1-2900-gdf79404cd8, Yosys 0.63+post, stock flow scripts
make -C /OpenROAD-flow-scripts/flow DESIGN_CONFIG=/design/flow/config.mk WORK_HOME=/design/flow/orfs finish
==> ./config.mk <==
export PLATFORM = sky130hd
export DESIGN_NAME = counter
export DESIGN_NICKNAME = counter
export VERILOG_FILES = /design/flow/design.v
export SDC_FILE = /design/flow/constraint.sdc
export NUM_CORES = 4
export LEC_CHECK = 1
export CORE_AREA = 10 10 70 70
export DIE_AREA = 0 0 80 80
==> ./constraint.sdc <==
current_design counter

set clk_period 2.3
set clk_io_pct 0.2

create_clock -name clk0 -period $clk_period [get_ports {clk}]

set non_clock_inputs [all_inputs -no_clocks]
set_input_delay [expr $clk_period * $clk_io_pct] -clock clk0 $non_clock_inputs
set_output_delay [expr $clk_period * $clk_io_pct] -clock clk0 [all_outputs]
==> flow_metrics.tcl <==
# place-and-route summary
set metrics [dict create \
    ioPinCount 13 \
    vias_per_cell 3.31 \
    largest_reg_flops 8 \
    cts_setup_buffers 0 \
    die_h_um 80 \
    path_class "flip-flop to output port" \
    fin_crit_ns 2.11 \
    hp-class "input pin to asynchronous set/reset pin" \
    ys_cells 39 \
    cp-start-kind "flip-flop" \
    log.warning_count 25 \
    clk_path_buf_depth 2 \
    chipArea_um2 6400 \
    root_buffer "clkbuf_4" \
    fin_skew_ns 0.00385 \
    timing.fmax_ghz 0.475 \
    vias 324 \
    tightest_slew_ns 0.373 \
    wirelength_um 981 \
    hold_viol_final 0 \
    fp.dieW_um 80 \
    ys_chip_area_um2 397 \
    sw_frac_of_total_pct 22.5 \
    place_inst 95 \
    route.detailed.drc 0 \
    cts_tree "built" \
    drv_cap 0 \
    fin_cells 98 \
    drive_gt1_share_pct 7.69 \
    ys_types 15 \
    ant_nets 0 \
    h-tree-depth 1 \
    core_um2 3420 \
    avgSynthCellArea_um2 10.2 \
    dp_hpwl_um 839 \
    grt_overflow 0 \
    fin_crit_sh_pct 91.6 \
    grt_pass1_vias 301 \
    power_density_nw_per_um2 484 \
    mostFrequentLayoutCell "clkdlybuf4s50_1" \
    largest-register "count" \
    synth.cell_area_um2 397 \
    synth_flops 8 \
    clkPwrFrac_pct 37.1 \
    path_cells "ha_1, nand3_1, nor2_1, clkdlybuf4s50_1" \
    insertion_delay_ns 0.25 \
    clock_sinks 8 \
    placement_rows 21 \
    power_frac_comb_pct 9.6 \
    grt_max_degree 9 \
    placed_area_um2 563 \
    yosys_warnings 1 \
    grt_use_total_pct 3.12 \
    crit_path_max_incr_delay_ns 0.49 \
    antenna_found_initial 0 \
    outcome "finished clean" \
    tns_ns 0 \
    cts_resized 0 \
    ir_drop_v 0.000165 \
    cpMaxStageDelayCell "clkdlybuf4s50_1" \
    p_switching_w 0.0000638 \
    grt_pass1_wl_mm 1.52 \
    first_pass_iters 4 \
    slew_viol_final 0 \
    reg_top3 "count (8)" \
    cp-end-kind "output port" \
    drt_iter0_drc 10 \
    setup_viol 0 \
    arrival_ns 1.65 \
    crit_required_ns 1.84 \
    wl_per_cell_um 10.0 \
    portBuffers 12 \
    postCtsHoldBufs 0 \
    final-comb-area_um2 185 \
    cp_max_fo 4 \
    fin_area_um2 586 \
    relSlewSlack_pct 75.1 \
    clk_pin_slew_ns 0.05 \
    holdWs_ns 0.491 \
    area_growth_pct 47.6 \
    diodes 0 \
    p_total_w 0.000283 \
    lay_top_cells "clkdlybuf4s50_1, dfrtp_1, nor2_1" \
    synthesis.instances 39 \
    place_congestion 0.696 \
    fillers 398 \
    power_frac_seq_pct 53.2 \
    numCtsBuffers 3 \
    intPower_w 0.000220 \
    grt_setup_unrepaired "false" \
    leakagePower_nw 0.224 \
    initCoreUtil_pct 11.6 \
    synth_seq_share_pct 50.5 \
    flop_area_um2 200 \
]
==> metrics by stage <==
step | setup WS (ns) | util, %
floorplan | 1.08 | -
global placement | 0.467 | 16.5
detailed placement | 0.451 | 16.5
CTS | 0.173 | 17.1
global route | 0.0810 | 17.1
finish | 0.194 | 17.1
==> logic make-up (layout without fill, tap and decap cells) <==
family                   Yosys count  count (layout)  synth area share [%]
AND-OR/OR-AND                      6               6                  7.57
XOR/XNOR                           4               4                  8.83
adder cells (fa/ha/maj)            1               1                  3.15
buffers and inverters              2              15                  2.84
flip-flops                         8               8                  50.5
multiplexers                       1               1                  2.52
AND/OR/NAND/NOR                   17              17                  24.6
==> cell usage after synthesis <==
master   instances  share of area [%]
nor2_1           6                5.7
nand4_4          1                5.4
xnor2_1          1                2.2
buf_4            1                1.9
xor2_1           3                6.6
mux2i_1          1                2.5
buf_1            1               0.95
nand3_1          3                3.8
nand2_1          2                1.9
nand4_1          2                3.2
ha_1             1                3.2
dfrtp_1          8                 50
or3_1            3                4.7
o21ai_0          3                3.8
a21oi_1          3                3.8
==> power by group through the flow <==
stage     sequential, W  combinational [W]  clock, W
6_report       0.000151          0.0000273  0.000105
5_1_grt        0.000152          0.0000311  0.000121
4_1_cts        0.000151          0.0000286  0.000110
==> cell type report <==
| cell class | instances | area share (%) |
|---|---|---|
| clock buffer | 3 | 3.85 |
| tap | 46 | 9.83 |
| multi-input combinational | 29 | 31.6 |
| timing repair buffer | 12 | 20.5 |
| sequential | 8 | 34.2 |
==> worst max-delay path: cells and delay by family, from the launching register on <==
| family | cells | cell delay, ns |
|---|---|---|
| adder cells (fa/ha/maj) | 1 | 0.25 |
| buffers and inverters | 1 | 0.49 |
| flip-flops | 1 | 0.44 |
| AND/OR/NAND/NOR | 2 | 0.22 |
==> worst paths after layout <==
path	from	end	slack, ns	cells after the start
max in group asynchronous	rst_n	count[6]	1.54	1
hold / removal	rst_n	count[2]	0.49	1
hold reg to reg	count[6]	count[6]	0.58	2
setup / recovery	count[0]	overflow	0.19	4
min in group clk0	count[6]	count[6]	0.58	2
setup reg to reg	count[0]	count[6]	0.97	4
==> routing by layer <==
| layer | vias to the layer above | wire length (um) | global-route usage, % |
|---|---|---|---|
| met5 | - | 0 | 0 |
| met4 | 0 | 0 | 0.176 |
| met3 | 0 | 129 | 2.50 |
| met2 | 16 | 373 | 3.93 |
| met1 | 143 | 478 | 4.19 |
| li1 | 165 | - | - |
Power figures rest on the tool's default switching activity, not on a simulated workload.
