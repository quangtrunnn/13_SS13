--- design.v ---
module regset 
(
    input  wire             clk     ,
    input  wire             rst_n   ,
    input  wire             wr_en   ,
    input  wire             rd_en   ,
    input  wire [9:0]       addr    ,
    input  wire [31:0]    wdata   ,
    output wire [31:0]    rdata   
);
    parameter   ADDR_DATA_0 =   10'h0;
    parameter   ADDR_SR0    =   10'h4;
    parameter   ADDR_DATA_1 =   10'h8;
    parameter   ADDR_SR_DATA1   =   10'hC;
    reg [31:0] DATA0;
    reg [31:0] SR0;
    reg [31:0] DATA1;
    reg [31:0] SR_DATA1;
    	always @(posedge clk or negedge rst_n) begin
		if(rst_n ==1'b0)begin
			DATA0 <= 32'h0;		
		end else if(wr_en && addr ==ADDR_DATA_0)begin			
				DATA0 <= wdata;
			end
	end
	always @(posedge clk or negedge rst_n) begin
		if(rst_n ==1'b0)begin
			DATA1 <= 32'hFFFF_FFFF;	
		end else if(wr_en && addr ==ADDR_DATA_1)begin
				DATA1 <= wdata;
			end
	end
	always @(posedge clk or negedge rst_n) begin
		if(rst_n ==1'b0)
			SR0 <= 32'h0;
		else 
			SR0 <= DATA0;
	end
	always @(posedge clk or negedge rst_n) begin
		if(rst_n ==1'b0)
			SR_DATA1 <= 32'hFFFF_FFFF;
		else 
			SR_DATA1 <= DATA1;
	end
	assign rdata =(rd_en ==1'b1) ? 
		(addr == ADDR_DATA_0) ? DATA0 : 
		(addr ==ADDR_SR0) ? SR0:
		(addr == ADDR_DATA_1) ? DATA1 :
		(addr ==ADDR_SR_DATA1) ? SR_DATA1:
		32'h00 : 32'h00;
endmodule
--- run.sh ---
#!/bin/bash
# OpenROAD 26Q1-2900-gdf79404cd8, Yosys 0.63+post, stock flow scripts
make -C /OpenROAD-flow-scripts/flow DESIGN_CONFIG=/design/flow/config.mk WORK_HOME=/design/flow/orfs finish
--- config.mk ---
export PLATFORM = sky130hd
export DESIGN_NAME = regset
export DESIGN_NICKNAME = regset
export VERILOG_FILES = /design/flow/design.v
export SDC_FILE = /design/flow/constraint.sdc
export NUM_CORES = 4
export LEC_CHECK = 1
export CORE_UTILIZATION = 40
--- constraint.sdc ---
current_design regset

set clk_period 25.9
set clk_io_pct 0.2

create_clock -name clk0 -period $clk_period [get_ports {clk}]

set non_clock_inputs [all_inputs -no_clocks]
set_input_delay [expr $clk_period * $clk_io_pct] -clock clk0 $non_clock_inputs
set_output_delay [expr $clk_period * $clk_io_pct] -clock clk0 [all_outputs]
==> flow_summary.json <==
{
  "cts.repair.resized": 0,
  "fmax_mhz": 78.11,
  "cts-root-buf": "clkbuf_16",
  "maxSlewViolCount": 0,
  "wl_per_cell_um": 16.95,
  "die_h_um": 116.9,
  "num_vias": 2645,
  "slew_headroom_pct": 46.20,
  "drc": 0,
  "grt_pass1_wl_um": 15150,
  "reg2regPathDepth": 1,
  "yosys-top-cells-area": "dfstp_2, dfrtp_1, mux4_2, mux2_4, mux2_2",
  "first_global_vias": 2865,
  "clk_pin_slew_ns": 0.05,
  "p_leak_nw": 2.837,
  "status": "finished clean",
  "rsz0062_at_grt": "no",
  "cts_buffers": 17,
  "skew_ns": 0.003148,
  "die_w_um": 116.9,
  "cts_tree": "built",
  "routed_wl_um": 9290,
  "warning_count": 25,
  "grt_max_degree": 67,
  "dp_hpwl_um": 5577,
  "ir_drop_mv": 0.03768,
  "yosysTopAreaCell": "dfstp_2",
  "track_usage_pct": 15.87,
  "syn_to_final_growth_pct": 28.93,
  "start_kind": "primary input",
  "tightestPinTransition_ns": 0.8069,
  "holdPathStages": 0,
  "worstSetupPathType": "primary input to primary output",
  "swShare_pct": 18.56,
  "max_cap_viol_count": 0,
  "period_minus_slack_ns": 12.80,
  "combPwrFrac_pct": 4.2,
  "crit_arrival_ns": 7.62,
  "edf_count": 0,
  "required_ns": 20.72,
  "initialDrtViolationCount": 107,
  "worstReg2RegEnd": "DATA0[3]",
  "yosys_area_um2": 5276,
  "yosysUniqueCellTypes": 15,
  "internal_power_uw": 395.6,
  "port_buffers": 77,
  "ys_warn_count": 1,
  "grt_overflow_total": 0,
  "min_from": "DATA1[24]",
  "p_switching_uw": 90.20,
  "power_uw": 485.8,
  "clkPwrFrac_pct": 53.4,
  "min_to": "SR_DATA1[24]",
  "min_path_type": "flop to flop",
  "ys_sh_mux_pct": 29.45,
  "ys.flops": 128,
  "setup_violations": 0,
  "setup-tns-final_ns": 0,
  "ctsHoldBuffers": 0,
  "ios": 78,
  "period_used_pct": 49.43,
  "logic_family": "multiplexers",
  "post_cts_buffers": 0,
  "seqPwrFrac_pct": 42.4,
  "finalHoldViolations": 0,
  "ys_cells": 280,
  "powerDensity_nw_per_um2": 71.42,
  "async_reset_ff_share_pct": 100.0,
  "die_area_um2": 13650,
  "diodes": 0,
  "worstPathMaxFanout": 32,
  "synth_top_area_share_pct": 31.87,
  "synthXorXnorAreaFrac_pct": 0,
  "postSynthSeqShare_pct": 62.22,
  "avgSynthCellArea_um2": 18.84,
  "fillers": 1036,
  "antenna_found_initial": 0,
  "synth_simple_gate_area_share_pct": 5.407,
  "end_kind": "primary output",
  "synth-adder-area-share_pct": 0,
  "drt_pass1_iterations": 4,
  "r2r-start": "DATA0[3]",
  "syn-instance-count": 280,
  "syn_area_um2": 5276,
  "ys_sh_aoi_pct": 0,
  "coreArea_um2": 12720,
  "cts_buffer_depth": 2,
  "r2r_slack_ns": 25.11,
  "ff_type": "dfstp_2",
  "synthTopCellsByCount": "dfrtp_1, dfstp_2, nor2b_1",
  "final_antenna_net_count": 0,
  "initCoreUtil_pct": 41.47,
  "htreeDepth": 4,
  "final_util_pct": 53.47,
  "vias_per_cell": 4.827,
  "layout.cells.non_filler": 548,
  "drive_gt1_share_pct": 52.39,
  "routabilityCongestion": 0.7266,
  "placementRows": 41,
  "insertion_delay_ns": 0.40,
  "dp.cells": 516,
  "cts.sinks": 128
}
## cell type report
class,instances,area (µm²),share of cell area (%)
repair buffers,82,795.8,11.70
clock inverters,11,182.7,2.685
multi-input cells,134,1846,27.13
clock buffers,21,480.5,7.063
flip-flops and latches,128,3283,48.26
well taps,172,215.2,3.164
## metal layers
layer / global-route usage [%] / vias to the layer above / share of wire (%) / routed length, µm
met5: 0 / - / 0 / 0
met4: 1.941 / 0 / 1.0 / 97
met3: 5.663 / 9 / 7.2 / 672
met2: 22.88 / 71 / 46 / 4234
met1: 25.77 / 1381 / 46 / 4285
li1: - / 1184 / - / -
## flip-flops by register name, summed over array words and instances (netlist names)
name,cells
DATA0,32
SR_DATA1,32
DATA1,32
SR0,32
## how the worst max path moves through the flow
stage / start / end / slack (ns) / depth (start not counted)
CTS: addr[1] / rdata[27] / 13.00 / 5
global route: addr[1] / rdata[26] / 12.87 / 5
finish: addr[1] / rdata[6] / 13.10 / 5
## logic make-up after synthesis
| group | after synthesis |
|---|---|
| buf+inv | 18 |
| flops | 128 |
| mux | 96 |
| simple gates | 38 |
## layout by cell type (no fill, tap or decap), types with 2 or more instances in the layout
cell	n
nor2b_1	33
mux4_2	32
mux2_4	30
clkdlybuf4s50_1	74
clkbuf_8	4
mux2_2	26
dfrtp_1	64
clkbuf_16	17
buf_4	6
buf_2	2
mux2_1	8
dfstp_2	64
bufinv_16	5
clkinv_2	5
nor4_4	2
## worst max-delay path, cell delays in order
cell             delay (ns)
clkdlybuf4s50_1        0.44
nor4_4                 0.46
nand3_2                0.69
nor2b_1                0.34
clkdlybuf4s50_1        0.50
## metrics by stage
step                hold WS (ns)  worst slack, ns  cell area (µm²)
floorplan                 0.3572            14.47             5276
global placement          0.3594            13.04             6140
detailed placement        0.3622            13.00             6140
CTS                       0.3694            13.00             6803
global route              0.3752            12.87             6803
finish                    0.3687            13.10             6803
## power by group through the flow
stage / Sequential (mW) / Clock, mW / Combinational, mW
CTS: 0.206 / 0.265 / 0.0212
global route: 0.206 / 0.275 / 0.0225
finish: 0.206 / 0.259 / 0.0204
Power is estimated from default activity; no workload was simulated.
