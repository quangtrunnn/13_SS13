**config.mk**
```make
export PLATFORM = sky130hd
export DESIGN_NAME = register_file
export DESIGN_NICKNAME = register_file
export VERILOG_FILES = /design/flow/design.v
export SDC_FILE = /design/flow/constraint.sdc
export NUM_CORES = 4
export LEC_CHECK = 1
export CORE_AREA = 10 10 70 70
export DIE_AREA = 0 0 80 80
```
**constraint.sdc**
```tcl
current_design register_file

set clk_period 2.0
set clk_io_pct 0.2

create_clock -name clk0 -period $clk_period [get_ports {clk}]

set non_clock_inputs [all_inputs -no_clocks]
set_input_delay [expr $clk_period * $clk_io_pct] -clock clk0 $non_clock_inputs
set_output_delay [expr $clk_period * $clk_io_pct] -clock clk0 [all_outputs]
```
**design.v**
```verilog
module register_file (
	input wire clk,
	input wire rst_n,
	input wire wr_en,
	input wire rd_en,
	input wire [9:0] addr,
	input wire [31:0] wdata,
	output reg [31:0] rdata,
	output reg count_en,
	output reg count_clr,
	input wire [7:0] count
);
always @(posedge clk or negedge rst_n) begin
	if(!rst_n) begin
		count_en <= 1'b0;
		count_clr <=1'b0;
	end else if(wr_en) begin
		if(addr ==10'd0) begin
			count_en <= wdata[0];
			count_clr <= wdata[1];
		end
	end
end
always @(*) begin
	if(rd_en) begin
		if(addr ==10'd0) begin
			rdata ={30'b0, count_clr, count_en};
		end else if(addr ==10'd4) begin
			rdata={24'b0,count};
		end else begin
			rdata=32'hDEAD_BEEF;  
		end
	end else begin
		rdata =32'h00000000;
	end
end
endmodule
```
**run.sh**
```bash
#!/bin/bash
# OpenROAD 26Q1-2900-gdf79404cd8, Yosys 0.63+post, stock flow scripts
make -C /OpenROAD-flow-scripts/flow DESIGN_CONFIG=/design/flow/config.mk WORK_HOME=/design/flow/orfs finish
```
==> results.ini <==
[cells_and_area]
stdcell_area_sq_um=1020
area_delta_synth_final_pct=151
nFillCells=365
finalNonFillerCells=155
drive_above_1_share_pct=38.5

[setup_path]
end_kind=primary output
cp.arrival_ns=1.57
critPathMaxFanout=4
worstSetupStartpoint=addr[8]
reg2reg_setup_slack_ns=1.23
r2r_start=count_en$_DFFE_PN0P_
startpoint_type=input pin
required_ns=1.60
reg2reg_depth=1
reg2reg_to=count_en$_DFFE_PN0P_
timing.critical_path.to=rdata[2]
criticalPathCategory=input pin to primary output

[placement]
dp_hpwl_mm=1.40
place_area_sq_um=868
gp_congestion=0.761
pre_cts_ws_ns=-0.474
post-place-cells=136
io_buffers=50

[power]
fin_total_pwr_w=0.000268
leakage_nw=0.513
peakVddDrop_v=0.000173
power.density_nw_per_um2=262

[route]
via_per_inst=3.54
drt-total-wl_mm=1.94
drc_errors=0
ant_nets=0
num_vias=549
wl_per_cell_um=12.5
insertedDiodeCount=0
drt-initial-drc-count=10
drtPass1Iterations=4

[sta]
fmaxAchievable_mhz=509
min_period_ns=1.97
fin_skew_ns=0
rsz0062_at_grt=yes
timing.final.ws_setup_ns=0.0345
period_used_pct=98.3
finalSetupViolations=0
hold_viol=0
slew_viol_final=0

[clock_network]
holdBufCountCts=0
h-tree-depth=1
clkSinkCount=2
clk_pin_slew_ns=0.03
worstSkewPairLatency_ns=0.23
cts_buffer_depth=2
cts-root-buf=clkbuf_4
cts_tree=built
cts_buffers=3

[synthesis]
ys_ff=2
yosys_cells=52
yosys_warnings=1
top_cell=buf_4
yosysTopAreaCellShare_pct=44.2
async_flop_share_pct=100
ys_chip_area_sq_um=408
ys_top_cells_by_area=buf_4 44%, a21boi_0 13%, dfrtp_1 12%
syn_avg_cell_area_sq_um=7.84
synthFlopType=dfrtp_1
yosys-top-cells-count=24 x buf_4, 7 x a21boi_0, 5 x nand2_1
yosysUniqueCellTypes=15
largest_area_cell=buf_4
edf_count=0
syn_inst=52
netlist_area_sq_um=408
yosysSeqAreaShare_pct=12.3

[flow_run]
cap_violations=0
log.warning_count=56

[floorplan]
ioPinCount=88
fp_util_pct=11.9
die_h_um=80
dieWidth_um=80
chipArea_sq_um=6400
rows=21
fp.coreArea_sq_um=3420

[global_route]
grt_overflow=0
first_global_vias=600
grt_pass1_wl_mm=2.84
grt_max_degree=10
grt_use_total_pct=5.39
antenna_found_initial=0

[outcome]
status=complete, no violations

[min_path]
min_path_type=input pin to asynchronous set/reset pin

## worst min path at each step
stage,endpoint,startpoint,slack [ns],cells after the start
after CTS,count_en$_DFFE_PN0P_,rst_n,0.33,1
after global routing,count_en$_DFFE_PN0P_,rst_n,0.33,1
final,count_en$_DFFE_PN0P_,rst_n,0.33,1
## final cells by class
cell class / count / area, sq um / area share, %
well taps: 46 / 57.6 / 5.62
clock buffers: 3 / 22.5 / 2.20
flip-flops and latches: 2 / 50.0 / 4.89
repair buffers: 73 / 664 / 64.9
multi-input cells: 31 / 229 / 22.4
## worst max-delay path: stages
cell	delay [ns]
dlygate4sd2_1	0.24
nor2_1	0.16
and3_4	0.24
buf_6	0.11
buf_6	0.08
buf_6	0.09
a21boi_0	0.07
clkdlybuf4s15_1	0.19
## state kept, by name, summed over array words and instances (netlist names)
register and count:
count_clr 1, count_en 1
## through the flow
| step | TNS, ns | hold slack [ns] | util (%) |
|---|---|---|---|
| final | 0 | 0.334 | 30.0 |
| after global routing | -0.0393 | 0.325 | 30.0 |
| after CTS | 0 | 0.327 | 29.9 |
| after detailed placement | -11.13 | 0.533 | 25.4 |
| after global placement | -10.58 | 0.524 | 25.4 |
| after floorplan | 0 | 0.104 | - |
## layer usage
metal / GRT usage, % / routed length (um) / up-vias
met3: 3.41 / 389 / 4
met2: 9.63 / 869 / 48
met4: 0.704 / 23 / 0
met5: 0 / 0 / -
li1: - / - / 257
met1: 5.24 / 660 / 240
## report_power, final
| group | total [W] | leakage [nW] | internal [W] | switching, W |
|---|---|---|---|---|
| logic | 0.000135 | 0.471 | 0.0000982 | 0.0000366 |
| registers | 0.0000418 | 0.0279 | 0.0000414 | 0.000000470 |
| clock network | 0.0000916 | 0.0138 | 0.0000664 | 0.0000253 |
| total | 0.000268 | 0.513 | 0.000206 | 0.0000624 |
## timing repair
action	in CTS	in global routing
hold endpoints to repair	0	0
gates cloned	1	0
buffers inserted	15	2
setup endpoints to repair	25	13
gates resized	70	11
pin swaps	6	3
## cell usage in the layout, fill, tap and decap left out, drive strengths merged, types with 5 or more instances in the layout
cell / n
a21boi: 7
buf: 29
clkbuf: 7
clkdlybuf4s15: 6
clkdlybuf4s50: 16
conb: 7
dlygate4sd2: 18
nand2: 5
## logic make-up after synthesis
kind of cell / Yosys count / synth area share (%)
multiplexers: 4 / 10.4
other: 1 / 0.919
buffers and inverters: 25 / 45.4
flip-flops: 2 / 12.3
AND/OR/NAND/NOR: 13 / 18.1
AND-OR/OR-AND: 7 / 12.9
No activity file was given, so power comes from the tool's default toggle rates.
